`design/flow/run.sh`:
```
#!/bin/bash
# OpenROAD 26Q1-2900-gdf79404cd8, Yosys 0.63+post, stock flow scripts
make -C /OpenROAD-flow-scripts/flow DESIGN_CONFIG=/design/flow/config.mk WORK_HOME=/design/flow/orfs finish
```
`design/flow/config.mk`:
```
export PLATFORM = sky130hd
export DESIGN_NAME = vending_machine
export DESIGN_NICKNAME = vending_machine
export VERILOG_FILES = /design/flow/design.v
export SDC_FILE = /design/flow/constraint.sdc
export NUM_CORES = 4
export LEC_CHECK = 1
export CORE_AREA = 10 10 70 70
export DIE_AREA = 0 0 80 80
```
`design/flow/constraint.sdc`:
```
current_design vending_machine

set clk_period 1.1
set clk_io_pct 0.2

create_clock -name clk0 -period $clk_period [get_ports {clk}]

set non_clock_inputs [all_inputs -no_clocks]
set_input_delay [expr $clk_period * $clk_io_pct] -clock clk0 $non_clock_inputs
set_output_delay [expr $clk_period * $clk_io_pct] -clock clk0 [all_outputs]
```
`design/flow/design.v`:
```
`timescale 1ns/1ps
module vending_machine (
    input clk,
    input reset,
    input [1:0] in,
    output reg out,
    output reg [1:0] change
);
parameter S0  = 2'b00,
          S5  = 2'b01,
          S10 = 2'b10,
          S15 = 2'b11;
reg [1:0] state, next;
always @(posedge clk) begin
    if (reset)
        state <= S0;
    else
        state <= next;
end
always @(*) begin
    next = state;
    case (state)
        S0: begin
            if (in == 2'b01)      next = S5;
            else if (in == 2'b10) next = S10;
        end
        S5: begin
            if (in == 2'b01)      next = S10;
            else if (in == 2'b10) next = S15;
        end
        S10: begin
            if (in == 2'b01)      next = S15;
            else if (in == 2'b10) next = S15;
        end
        S15: begin
            next = S0;    
        end
    endcase
end
always @(*) begin
    out = 0;
    change = 2'b00;
    if (state == S15)
        out = 1;
    if (state == S10 && in == 2'b10)
        change = 2'b01;  
end
endmodule
```
==> summary.rpt <==
=== SYNTHESIS / PLACE & ROUTE SUMMARY ===
----------------------------------------------------
[Run status]
  Status ........................ completed

[Die]
  Core utilization at floorplan ........................ 6.26%
  Total I/O pin count ........................ 7
  Die boundary width ........................ 80 µm
  Height of the die ........................ 80 µm
  Core Rows ........................ 21
  Placeable core area ........................ 3420 µm²
  Total Die Area ........................ 6400 µm²

[Clock network]
  Clock latency at the later pin of the worst-skew pair ........................ 0.24 ns
  Setup Fix Bufs, Post-CTS ........................ 0
  Cell at the root of the clock tree ........................ clkbuf_4
  Clock tree from TritonCTS ........................ yes
  Maximum level of the CTS H-tree ........................ 1
  Number of clock buffers inserted by TritonCTS ........................ 3
  Clock transition at path regs ........................ 0.04 ns
  Max clock buf depth ........................ 2
  Number of clock sinks seen by CTS ........................ 4

[Synthesis]
  Per-instance average area after synthesis ........................ 8.91 µm²
  Summed instance area of the synthesized netlist ........................ 214 µm²
  FF+latch count, synth ........................ 4
  Chip area in the Yosys report ........................ 214 µm²
  Proportion of synthesized chip area in sequential cells ........................ 37.4%
  Number of warning messages in the yosys log ........................ 1
  Synthesized instance count ........................ 24
  Most common library cells after synthesis ........................ 4 x dfxtp_1, 3 x a211oi_1
  Biggest area consumer among synthesized cells ........................ dfxtp_1
  Largest cells by area ........................ dfxtp_1 37%, a211oi_1 11%, nor2b_2 8.2%
  Post-synth tally of flip-flops with integrated enable ........................ 0
  Synth cell types ........................ 14
  Synth top area share ........................ 37.4%
  Dominant synthesized flop cell ........................ dfxtp_1
  Cell with the most instances after synthesis ........................ dfxtp_1
  # Cells Yosys ........................ 24
  Synth async-reset ratio ........................ 0%

[Worst setup path]
  Critical path's largest stage delay ........................ 0.32 ns
  Setup Crit Path Kind ........................ flop to primary output
  Crit path capture type ........................ primary output
  Required time at the endpoint of the critical path ........................ 0.88 ns
  Buf/Inv on CP ........................ 1
  Cell type group with the largest total delay on the critical path ........................ flip-flops
  Cell-by-cell listing of the critical path ........................ dlygate4sd2_1
  WP data arrival ........................ 0.79 ns
  Crit path max-delay cell type ........................ dfxtp_2
  Critical path launch point type ........................ flop
  Highest net fanout along the worst path ........................ 2

[Place]
  Final weighted congestion in routability-driven placement ........................ 0.736
  Post-DP Area ........................ 318 µm²
  IO buf count ........................ 5
  DP Wirelength ........................ 363 µm

[Layout]
  Biggest register ........................ state
  Share of cells above drive strength 1 ........................ 34.4%
  Area growth, synth to finish ........................ 57.3%
  Flip-flop count of the largest register after layout ........................ 4
  Finished layout cell area ........................ 337 µm²
  Biggest regs ........................ state: 4 flops

[Final timing]
  Pins over their slew limit ........................ 0
  Total of endpoints with negative setup slack in the final report ........................ 0
  Minimum hold slack ........................ 0.450 ns
  Maximum clock frequency ........................ 0.990 GHz
  Worst-case clock skew ........................ 0.00514 ns
  Final period utilization ........................ 91.9%
  Crit path time final ........................ 1.01 ns
  Unrepaired setup endpoints after global routing ........................ no
  Final Hold Violating Endpoints ........................ 0

[Pwr]
  Share of total power consumed by net switching ........................ 24.0%
  Switching Power ........................ 99.4 µW
  Share of power burned in registers ........................ 40.0%
  Peak supply drop ........................ 0.231 mV
  Power density of the placed cells ........................ 1230 nW/µm²
  Internal cell power ........................ 315 µW
  Relative contribution of the clock network to total power ........................ 45.5%
  Static Leak ........................ 0.124 nW
  Power share of the combinational group ........................ 14.5%

[Global route]
  Initial antenna violation count ........................ 0
  Largest net degree at the start of global routing ........................ 8
  Sum of overflow across all layers after global routing ........................ 0
  Number of global-route vias before repair ........................ 192
  Total global routing track utilization ........................ 1.92%
  First-pass GRT wire length ........................ 910 µm

[Worst hold path]
  Classification of the worst-slack hold path ........................ flop to flop

[Route]
  Starting DRT DRC Count ........................ 13
  Detailed Route WL ........................ 545 µm
  Average detailed-routed wire length per instance ........................ 6.90 µm
  Post-detailed-route count of antenna-violating nets ........................ 0
  Drt first pass iters ........................ 2
  Via count ........................ 194
  Remaining DRCs ........................ 0
  Ratio of routed vias to standard cells ........................ 2.46

[Flow run]
  Max-capacitance violation count ........................ 0
  OpenROAD warning count ........................ 25

----------------------------------------------------
-- cell families after synthesis --
kind of cell    synth area share (%)
compound gates                  21.6
xor+xnor                        4.09
buf+inv                         12.3
flops                           37.4
mux                             4.68
other cells                     1.75
simple gates                    18.1
-- timing repair --
action	4_1_cts	5_1_grt
endpoints found under the setup margin	3	1
resized	7	1
pin swaps	1	1
hold buffers	0	0
-- placed cells by master (no fill, tap or decap), types with 2 or more instances in the layout --
cell / Yosys / routed
clkbuf_4: 0 / 3
dfxtp_1: 4 / 2
dlygate4sd2_1: 0 / 3
buf_4: 2 / 3
nand2_1: 2 / 2
nor2b_2: 2 / 2
dfxtp_2: 0 / 2
a21oi_1: 2 / 2
nor2_1: 2 / 2
a211oi_1: 3 / 3
-- area by class of cell --
cell class	instances	area, µm²
fillers	402	3080
multi-input cells	17	108
flip-flops and latches	4	82.6
repair buffers	8	63.8
well taps	46	57.6
clock buffers	3	22.5
diodes	1	2.50
-- layer usage --
metal  global-route usage (%)  vias to the layer above  wire length [µm]
li1                         -                       96                 -
met1                     2.33                       83               303
met2                     1.93                       10               141
met3                     2.39                        5                86
met4                    0.528                        0                13
met5                        0                        -                 0
-- stage by stage --
step,utilization [%],TNS (ns),setup WS [ns],cells,total power [mW]
global placement,9.30,-1.20,-0.407,75,0.228
finish,9.85,0,0.0896,79,0.415
global route,9.78,0,0.0382,78,0.439
floorplan,-,0,0.238,24,0.206
CTS,9.93,0,0.00416,78,0.418
detailed placement,9.30,-1.31,-0.411,75,0.230
-- path summary, 6_finish.rpt --
check	from	to	slack [ns]	cells past startpoint
worst min register to register	state[3]	state[0]	0.45	1
worst max-delay path	state[3]	out	0.09	1
worst min-delay path	state[3]	state[0]	0.45	1
worst max register to register	state[1]	state[1]	0.10	4
-- power groups by stage --
stage / Clock (mW) / Sequential, mW / Combinational (mW)
4_1_cts: 0.192 / 0.165 / 0.0610
6_report: 0.189 / 0.166 / 0.0603
5_1_grt: 0.203 / 0.168 / 0.0683
No activity file was given, so power comes from the tool's default toggle rates.
