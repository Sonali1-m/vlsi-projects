$ cat flow/design.v
`timescale 1ns / 1ps
module seq_1011 (
    input clk,
    input reset,
    input din,
    output reg y
);
parameter S0=2'b00, S1=2'b01, S2=2'b10, S3=2'b11;
reg [1:0] state, next;
always @(posedge clk) begin
    if(reset)
        state <= S0;
    else
        state <= next;
end
always @(*) begin
    y = 0;
    case(state)
        S0: next = (din) ? S1 : S0;
        S1: next = (din) ? S1 : S2;
        S2: next = (din) ? S3 : S0;
        S3: begin
            if(din) begin
                next = S1;
                y = 1;
            end else
                next = S2;
        end
        default: next = S0;
    endcase
end
endmodule
$ cat flow/config.mk
export PLATFORM = sky130hd
export DESIGN_NAME = seq_1011
export DESIGN_NICKNAME = seq_1011
export VERILOG_FILES = /design/flow/design.v
export SDC_FILE = /design/flow/constraint.sdc
export NUM_CORES = 4
export LEC_CHECK = 1
export CORE_AREA = 10 10 70 70
export DIE_AREA = 0 0 80 80
$ cat flow/run.sh
#!/bin/bash
# OpenROAD 26Q1-2900-gdf79404cd8, Yosys 0.63+post, stock flow scripts
make -C /OpenROAD-flow-scripts/flow DESIGN_CONFIG=/design/flow/config.mk WORK_HOME=/design/flow/orfs finish
$ cat flow/constraint.sdc
current_design seq_1011

set clk_period 1.0
set clk_io_pct 0.2

create_clock -name clk0 -period $clk_period [get_ports {clk}]

set non_clock_inputs [all_inputs -no_clocks]
set_input_delay [expr $clk_period * $clk_io_pct] -clock clk0 $non_clock_inputs
set_output_delay [expr $clk_period * $clk_io_pct] -clock clk0 [all_outputs]
==> results_dict.tcl <==
# metrics dict for downstream scripts
set metrics [dict create \
    avgSynthCellArea_um2 11.6 \
    max_cap_violations 0 \
    netlist-cell-type-count 8 \
    route.detailed.drc 0 \
    top_area_share_pct 57.7 \
    powerDensity_nw_per_um2 1500 \
    die_area_um2 6400 \
    setup_tns_ps 0 \
    cts.sinks 4 \
    cts_max_level 1 \
    ant_nets 0 \
    gp_congestion 0.606 \
    hold_depth 3 \
    clock_skew_ps 3.41 \
    cp.required_ps 800 \
    maxSlewHeadroom_pct 88.6 \
    antenna_found_initial 0 \
    hold_viol_final 0 \
    cts_tree "done" \
    clockBufferDepth 2 \
    drt_wl_total_um 328 \
    setup_violations 0 \
    core_util_floorplan_pct 4.07 \
    die_x_um 80 \
    path_class "register to output pin" \
    max-vdd-ir-drop_mv 0.168 \
    grt_pass1_wl_um 600 \
    fin_crit_sh_pct 96.6 \
    fin_hold_ws_ps 399 \
    grt_pass1_vias 138 \
    synth_top_cell_by_area "dfxtp_1" \
    clk_pin_slew_ps 40 \
    firstDrtPassIters 2 \
    warning_count 25 \
    fillers 410 \
    rsz0062_at_grt "no" \
    max_freq_mhz 1040 \
    clk_latency_ps 230 \
    final_max_slew_viol_count 0 \
    regMostFlops "state" \
    die_y_um 80 \
    hold_class "input pin to register" \
    antennaDiodeCount 0 \
    critPathCaptureType "output pin" \
    syn_inst 12 \
    reg2reg_from "state[3]" \
    io_pins 4 \
    syn_area_um2 139 \
    cts_buffers 3 \
    p_leak_uw 0.0000974 \
    ys_ff 4 \
    wl_per_cell_um 4.97 \
    endpoint "y" \
    io_buffer_count 3 \
    dp_hpwl_um 257 \
    root_buffer "clkbuf_4" \
    critPathLaunchType "register" \
    status "finished, final reports clean" \
    ys_area_um2 139 \
    grt-ovfl-total 0 \
    vias 110 \
    top_cells_by_area "dfxtp_1, nor3b_2, nor3_2, and3b_1, and2_2" \
    crit_start "state[3]" \
    largest_reg_flops 4 \
    grt_max_degree 5 \
    drt_iter0_drc 1 \
    cp.arrival_ps 770 \
    worst-path-max-fanout 2 \
    r2r_slack_ps 260 \
    drive_gt1_share_pct 50.0 \
    grt.total_usage_pct 1.32 \
    num_rows 21 \
    layout_min_cycle_time_ps 966 \
    syn_to_final_growth_pct 91.9 \
    yosysCellCount 12 \
    tightest_slew_ps 170 \
    worstRegToRegCells 3 \
    ys.warnings.count 1 \
    reg.largest.list "state: 4 flops" \
    fp.coreArea_um2 3420 \
    reg2reg_to "state[2]" \
    viasPerCell 1.67 \
    ys_seq_share_pct 57.7 \
]
==> metal layers <==
layer	track usage (%)	routed length, µm	vias up
met5	0	0	-
met4	0.528	10	0
met3	2.61	109	2
met2	1.12	73	6
met1	1.13	135	44
li1	-	-	58
==> cell families (layout without fill, tap and decap cells) <==
logic type | Yosys count | after routing | share of synthesized area [%]
and+or+nand+nor | 7 | 7 | 36.9
AOI/OAI and AO/OA | 1 | 1 | 5.41
DFF | 4 | 4 | 57.7
buffers and inverters | 0 | 8 | 0
==> per-stage QoR <==
step           setup WS, ps  cells  area, µm²  power [µW]  util [%]
2_1_floorplan           336     12        139         185         -
3_3_place_gp           -461     63        241         200      7.07
3_5_place_dp           -466     63        241         202      7.07
4_1_cts                6.83     66        260         406      7.62
5_1_grt                7.04     66        267         423      7.80
6_report               34.5     66        267         399      7.80
==> cell usage after synthesis <==
library cell / count
o21bai_1: 1
nor2_1: 2
nor3_1: 1
dfxtp_1: 4
and2_2: 1
nor3b_2: 1
nor3_2: 1
and3b_1: 1
==> worst max-delay path, stage by stage, from the launching register on <==
cell,delay (ps)
dfxtp_2,310
and2_4,130
buf_6,100
==> where the power goes <==
part           switching, µW  total (µW)  internal (µW)
clock network           66.0         200            134
logic                   9.92        26.7           16.8
registers               4.16         172            167
total                   80.1         399            318
==> area by class of cell <==
type	count	area [µm²]	share of cell area, %
sequential	4	81.3	30.5
multi-input combinational	8	60.1	22.5
tap	46	57.6	21.6
timing repair buffer	5	45.0	16.9
clock buffer	3	22.5	8.45
==> worst min-delay path by stage <==
stage / from / to / slack (ps)
final: din / state[1] / 400
after global routing: din / state[1] / 410
after CTS: din / state[1] / 390
==> placed cells by master, fill, tap and decap left out <==
cell	synthesis	final
dfxtp_2	0	1
nor3_1	1	1
nor2_1	2	2
and3b_1	1	1
clkdlybuf4s50_1	0	1
dfxtp_1	4	3
nor3b_2	1	1
o21bai_1	1	1
and2_4	0	1
nor3_2	1	1
buf_6	0	1
clkbuf_4	0	3
dlygate4sd2_1	0	1
buf_4	0	2
==> timing repair <==
action | in CTS | in global routing
pin swaps | 0 | 1
setup endpoints to repair | 1 | 1
gates resized | 6 | 1
hold buffers | 0 | 0
setup buffers | 0 | 0
Power and IR drop assume default switching activity.
