==> flow/design.v <==
module FIFO #(
    parameter DEPTH = 16,
    parameter DATA_WIDTH = 8,
    parameter PTR_SIZE = 5
)(
    input  wire clk,
    input  wire reset,
    input  wire write_en,
    input  wire read_en,
    input  wire [DATA_WIDTH-1:0] data_in,
    output reg  [DATA_WIDTH-1:0] data_out,
    output wire empty,
    output wire full
);
reg [DATA_WIDTH-1:0] memory [0:DEPTH-1];
reg [PTR_SIZE-1:0] wr_ptr, rd_ptr;
reg [PTR_SIZE:0] count;
always @(posedge clk) begin
    if (reset)
        wr_ptr <= 0;
    else if (write_en && !full) begin
        memory[wr_ptr] <= data_in;
        wr_ptr <= wr_ptr + 1;
    end
end
always @(posedge clk) begin
    if (reset)
        rd_ptr <= 0;
    else if (read_en && !empty) begin
        data_out <= memory[rd_ptr];
        rd_ptr <= rd_ptr + 1;
    end
end
always @(posedge clk) begin
    if (reset)
        count <= 0;
    else begin
        case ({write_en && !full, read_en && !empty})
            2'b10: count <= count + 1;
            2'b01: count <= count - 1;
        endcase
    end
end
assign empty = (count == 0);
assign full  = (count == DEPTH);
endmodule
==> flow/run.sh <==
#!/bin/bash
# OpenROAD 26Q1-2900-gdf79404cd8, Yosys 0.63+post, stock flow scripts
make -C /OpenROAD-flow-scripts/flow DESIGN_CONFIG=/design/flow/config.mk WORK_HOME=/design/flow/orfs finish
==> flow/config.mk <==
export PLATFORM = sky130hd
export DESIGN_NAME = FIFO
export DESIGN_NICKNAME = FIFO
export VERILOG_FILES = /design/flow/design.v
export SDC_FILE = /design/flow/constraint.sdc
export NUM_CORES = 4
export LEC_CHECK = 1
export CORE_UTILIZATION = 40
==> flow/constraint.sdc <==
current_design FIFO

set clk_period 5.8
set clk_io_pct 0.2

create_clock -name clk0 -period $clk_period [get_ports {clk}]

set non_clock_inputs [all_inputs -no_clocks]
set_input_delay [expr $clk_period * $clk_io_pct] -clock clk0 $non_clock_inputs
set_output_delay [expr $clk_period * $clk_io_pct] -clock clk0 [all_outputs]
==> Slide: Implementation Results <==
Key Metrics from the Run

Outcome
  • Status: completed

Global route
  • Total grt overflow: 0
  • Pin count of the biggest net entering global routing: 33
  • First-pass GRT wire length: 18500 um
  • Vias in the first global route: around 3300
  • Initial antenna violation count: 0
  • GRT Overall Usage: between 10% and 20%

Layout
  • Most common logic cell in the routed design: edfxtp_1
  • Share of cells above drive strength 1: around 15%
  • Finished Layout Cells: 583
  • Most common logic cells in the final layout: edfxtp_1 (136), mux2i_1 (35), nor2_1 (28)
  • Filler cells: 1195
  • Final design utilization: 48.2%
  • Synth-to-Final Area Change: 15.8%

Clock tree
  • Hold_buf cts: 0
  • H-Tree Depth: 4
  • Post-CTS Setup Bufs: 0
  • Clk sinks: ~150
  • Total CTS buffers: 17
  • Clk pin slew, worst setup/hold paths: 0.06 ns
  • Clk ins delay skew pair: between 0.4 and 0.5 ns
  • Deepest clock path buffer count: 2
  • Post-CTS sizing: 0
  • Root Driver: clkbuf_16
  • CTS tree: done

Floorplan
  • Die width: 126 um
  • Starting Density: 41.6%
  • I/O Pins: 22
  • CORE AREA: roughly 15000 um^2
  • Die Y: 126 um
  • Standard-cell rows: ~44
  • Chip Area: ~16000 um^2

Synthesis
  • #FFs+latches synth: around 150
  • Yosys top cell by area: edfxtp_1
  • Main area contributors: edfxtp_1 (66%), mux4_2 (5.9%), mux2i_1 (5.7%), dfxtp_1 (4.6%), a221oi_1 (2.3%)
  • Yosys cell types: between 40 and 50
  • Asr flop ratio synth: 0%
  • Seq share, synth: 71.0%
  • Syn_area_per_cell: 17.1 um^2
  • Yosys warnings: 1
  • Post-Synthesis Cells: 360
  • Synth top area share: 66.5%
  • YS chip area: 6140 um^2
  • Ys cells: 360
  • Most used flip-flop cell: edfxtp_1
  • Netlist Area Pre-Place: a little over 6000 um^2
  • Count of library flops with an enable pin: 136

Drt
  • Met2 WL: 5680 um
  • Top Layer Used: met4
  • Vias: 3193
  • # DRC: 0
  • Iter 0 DRT Violations: 227
  • Vias/cell: 5.48
  • Final WL: 11900 um
  • Antenna Violating Nets Remaining: 0
  • Number of diodes: 0
  • Wire length on met3: 1030 um
  • Met1 Wirelength: 4910 um
  • Drt wl/cell: 20.4 um
  • DRT Pass-1 Iters: 4

Timing
  • Hold Vio Cnt, Final: 0
  • RSZ-0062 raised after global routing: false
  • Final setup violation count: 0
  • Setup TNS: 0 ns
  • Final Max-Slew Violation Tally: 0
  • Worst-margin pin slew: 0.866 ns
  • Clock skew: around 0.0076 ns
  • F_max: roughly 310 MHz
  • Final min period: 3.24 ns
  • Normalized max-slew margin: 42.0%
  • Final period utilization: 55.8%

Setup path
  • Crit Path Category: reg2out
  • Worst path required time: around 4.6 ns
  • Critical path capture point type: primary output
  • Data arrival, critical path: 2.08 ns
  • CP Launch Type: register
  • Critical path fanouts, max: 7

Placed design
  • PortBufs: 21
  • Placed insts: 551
  • RePlAce Congestion: 0.808
  • Hpwl dp: 7500 um

Hold path
  • Worst min path class: reg2reg

Pwr
  • Tot Pwr: 2.93 mW
  • Max VDD drop: 0.294 mV
  • Static Leak: 2.32 nW
  • Pwr Density: 412 nW/um^2

Run
  • Tool warnings: 28
  • Max-Cap Viols: 0
## sequential cells by signal, indices dropped and copies added, names as in the netlist
signal,count
memory,128
data_out,8
count,6
rd_ptr,4
wr_ptr,4
## cells in the mapped netlist, drive strengths merged, types with 2 or more instances
| cell | n |
|---|---|
| edfxtp | 136 |
| mux2i | 35 |
| nor2 | 28 |
| a221oi | 16 |
| mux4 | 16 |
| nand2 | 16 |
| dfxtp | 14 |
| buf | 12 |
| ha | 10 |
| o21ai | 9 |
| a22oi | 8 |
| clkbuf | 7 |
| inv | 7 |
| xor2 | 7 |
| a21oi | 5 |
| a21o | 3 |
| nor3 | 3 |
| o311ai | 3 |
| or3 | 3 |
| a211o | 2 |
| nand4 | 2 |
| o31ai | 2 |
## path summary, 6_finish.rpt
| path | start | to | slack [ns] | cells past startpoint |
|---|---|---|---|---|
| worst max-delay path | count[0] | empty | 2.56 | 3 |
| worst min-delay path | count[3] | count[3] | 0.50 | 2 |
| worst max register to register | count[0] | count[5] | 2.77 | 9 |
| worst min register to register | count[3] | count[3] | 0.50 | 2 |
## layout make-up
class	instances	area [um^2]	area share (%)
well taps	184	230	3.23
flip-flops and latches	150	4370	61.3
clock inverters	14	159	2.23
repair buffers	26	248	3.48
inverters	7	26.3	0.369
multi-input cells	184	1660	23.3
clock buffers	18	429	6.03
## routing by layer
metal	vias to the layer above	track usage, %
met5	-	0
met4	0	3.12
met3	16	8.23
met2	102	26.1
met1	1588	24.4
li1	1487	-
## logic make-up (layout without fill, tap and decap cells)
group,count (synthesis),after routing,synth area share [%]
flops,150,150,71.0
simple gates,62,62,4.79
compound gates,52,52,7.15
mux,51,51,11.6
buf+inv,26,65,1.96
fa+ha+maj,11,11,2.36
xor+xnor,8,8,1.14
## worst max-delay path, cell delays in order, from the launching register on
cell,delay (ns)
dfxtp_1,0.38
or4_4,0.60
nor3_1,0.19
clkdlybuf4s50_1,0.49
## report_power, final
group / internal, mW / switching (mW) / total (mW)
Sequential: 1.24 / 0.0665 / 1.31
Combinational: 0.260 / 0.274 / 0.533
Clock: 0.671 / 0.416 / 1.09
## metrics by stage
stage	cell area (um^2)	hold WS [ns]	worst slack [ns]
2_1_floorplan	6140	0.458	2.92
3_3_place_gp	6530	0.489	2.21
3_5_place_dp	6530	0.494	2.18
4_1_cts	7120	0.501	2.56
5_1_grt	7120	0.513	2.43
6_report	7120	0.505	2.56
Power is estimated from default activity; no workload was simulated.
